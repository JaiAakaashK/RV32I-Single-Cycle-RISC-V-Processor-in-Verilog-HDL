==> ./design.v <==
module data_memory(
	input clk,rst,
	input [31:0] data_in,
	input [31:0] address,
	input mem_read,mem_write,
	output reg [31:0] data_out);
	reg [31:0]mem[0:255];
	integer i ;
	wire [7:0] word_addr=address[9:2];
	always @(*)begin
		if(mem_read)begin
				data_out=mem[word_addr];
		end
		else begin
				data_out=32'd0;
		end
	end
	always @(posedge clk)begin
		if(rst)begin
			for(i=0;i<256;i=i+1)begin
				mem[i]<=32'd0;
			end
		end
		else if(mem_write)begin
			mem[word_addr]<=data_in;
	   end
	end
endmodule
==> ./run.sh <==
#!/bin/bash
# OpenROAD 26Q1-2900-gdf79404cd8, Yosys 0.63+post, stock flow scripts
make -C /OpenROAD-flow-scripts/flow DESIGN_CONFIG=/design/flow/config.mk WORK_HOME=/design/flow/orfs finish
==> ./config.mk <==
export PLATFORM = sky130hd
export DESIGN_NAME = data_memory
export DESIGN_NICKNAME = data_memory
export VERILOG_FILES = /design/flow/design.v
export SDC_FILE = /design/flow/constraint.sdc
export NUM_CORES = 4
export LEC_CHECK = 1
export CORE_UTILIZATION = 40
export SYNTH_MEMORY_MAX_BITS = 65536
==> ./constraint.sdc <==
current_design data_memory

set clk_period 57.1
set clk_io_pct 0.2

create_clock -name clk0 -period $clk_period [get_ports {clk}]

set non_clock_inputs [all_inputs -no_clocks]
set_input_delay [expr $clk_period * $clk_io_pct] -clock clk0 $non_clock_inputs
set_output_delay [expr $clk_period * $clk_io_pct] -clock clk0 [all_outputs]
==> summary.txt <==
Implementation status.

- Before any placement, the netlist area is recorded as roughly 0.37 sq mm.
- The placeable core area is about 0.9 sq mm.
- The number of hold violations in the final report is 0.
- The number of distinct library cells after synthesis is 49.
- The number of warnings reported in the stage logs is roughly 50.
- According to the dpl log, the detail-placed design has an HPWL of 703,000 microns.
- After synthesis, the mean cell area works out to ~15 sq um.
- Setup repair after global routing left no endpoint under its margin.
- The class of the most critical hold timing path is in2reg.
- The worst-case max-slew headroom was logged as 0.151.
- The total placed cells including tap cells is around 36,000.
- The first-pass iteration count of the detailed router is 6.
- Entering global routing, the biggest net connects 97 pins.
- The finished layout holds roughly 37,000 standard cells, fillers aside.
- The floorplan step set the die width to between 900 and 1000 microns.
- Clock tree synthesis inserted a total of approximately 880 buffers.
- The final weighted congestion in routability-driven placement is between 0.9 and 1.
- Endpoints with negative setup slack in the final report add up to 0.
- The post-route antenna net violation count is 0.
- Of the total power, the clock network draws 0.397.
- The script logs the mean routed wire length per placed instance as 31.4 microns.
- Registers take 0.246 sq mm.
- At the worst endpoint, the arrival time is between 15 and 20 ns.
- The setup fix buffers added after clock tree synthesis is 0.
- In this run, synthesis inferred approximately 8,200 flip-flops with an integrated enable.
- The areal power density over the cells is around 32 mW/mm^2.
- The tree is rooted in a clkbuf_16.
- The height of the die is 966 microns.
- The first global-routing pass estimated roughly 1,600,000 microns of wire.
- The timing report shows the most common cell along the critical path to be buf_4.
- The CTS tree is built.
- Per the synth stats, the proportion of register bits with asynchronous set or reset is 0.
- Counting along the longest clock path gives a buffer depth of 5.
- The leakage power is 144 nW.
- The starting density of the core is 0.402.
- Max-cap violations in this run came to 0.
- The number of cells in Yosys stat is roughly 25,000.
- For this block, the via count after detailed routing is 204,000.
- The total overflow left after global routing is 0.
- The initial DRC count is between 10,000 and 15,000.
- The combinational group share of total power is 0.078.
- The count of buffers from port buffering is ~75.
- The synthesized instance count is approximately 25,000.
- Summed over all failing endpoints, the final setup total negative slack is 0 ns.
- ~100 I/O pins were placed.
- STA classifies the critical path endpoint as an output port.
- The top register by number of flip-flops is mem.
- Leaving out buffers and inverters, the combinational logic in the layout accounts for 0.117 sq mm.
- The number of gates given a new drive strength after cts is 0.
- For reference, the clock transition at the flip-flops on the worst setup and hold paths is ~0.06 ns.
- The power report attributes to the sequential group a share of 0.525.
- The initial antenna violation count came to slightly above 60.
- The peak fanout along the critical path is roughly 64.
- The area growth from synthesis to final layout is 11.3%.
- For this run, the register share of the synthesized area comes to 0.662.
- The highest attainable clock frequency is about 33 MHz.
- The most frequently used flop master after synthesis is edfxtp_1.
- For this design, the CTS-stage hold fixing added 0 buffers.
- The count of filler cells inserted in the layout is approximately 78,000.
- STA classifies the critical path startpoint as an input port.
- The flow ran to the end, and the final reports show no timing, DRC or antenna violations.
- Switching power as a fraction of the total was reported as 0.234.
- The internal power of the cells totals 10.2 mW.
- STA puts the critical path data required time at between 40 and 50 ns.
- The synthesized design contains 8,192 register bits.
- The post-route total power is 13.3 mW.
- The worst setup path is of the in2out kind.
- The kind of cell adding the most delay to the critical path is buffers and inverters.
- Dividing the final minimum period by the clock period gives 0.536.
- The via count of the first global-routing pass is approximately 210k.
- Counting both buffers and inverters, the worst setup path holds a total of 10.
- Among all stages on the critical path, the largest delay is contributed by nor4_1.
- Once routing completed, OpenROAD measured the worst setup slack at between 20 and 30 ns.
- Before CTS, the worst setup slack after placement is roughly 27 ns.
- The time the final worst path needs with I/O delays and setup is about 31 ns.
- The switching power of the nets is approximately 3.1 mW.
- The worst-case vdd ir drop is approximately 27 uV.
- The flip-flop count of the largest register after layout is about 8,000.
- The clock drives ~8,200 sinks.
- The total count of max-transition violations in the final report is 0.
- The remaining routing DRC violations is 0.
- The signal on the critical path passes through buf_16 > buf_4 > buf_4 > buf_4 > buf_4 > buf_4 > buf_4 > mux2i_1 > o22ai_1 > nor4_1 > buf_4 > a31oi_1 > buf_4 > nor2_1 > a221oi_1 > clkdlybuf4s50_1.
- The die covers 0.933 sq mm.
- In the synthesis report, Yosys lists the chip area as about 0.37 sq mm.
- The transition time of the tightest slew-check pin is 1.27 ns.
- The number of H-tree levels is 6.
- The maximum cell stage delay along the critical path is around 0.82 ns.
- The share of final-layout standard cells stronger than drive strength 1 is 0.173.
- The registers reported with the highest flop counts are mem (8192).
- Measured on the finished design, the core utilization comes to 0.447.
- The ratio of routed vias to standard cells is around 5.5.
- The global-route usage over all layers is 0.272.
- Row generation in the floorplan step produced 353 rows.
- The total wire length after detailed routing is approximately 1,200,000 microns.
- The warning tally printed by Yosys for this design is 1.
worst paths after layout:
check,start,to,cells after the start
setup / recovery,address[3],data_out[20],16
hold / removal,data_in[1],mem[174][1],2
cell usage after synthesis, drive strengths merged (35+ instances only):
master / n / area, sq um
a31oi: 64 / 400
mux2i: 1519 / 15200
buf: 510 / 2670
a21oi: 128 / 641
a221oi: 95 / 832
nand3: 267 / 1340
nor4: 129 / 813
nor2: 350 / 1340
or2: 258 / 1610
a22oi: 479 / 3600
o2111ai: 64 / 561
a22o: 35 / 307
nor3: 41 / 205
nand2: 247 / 927
and2: 8203 / 51300
o211ai: 96 / 721
mux4: 1417 / 31900
o22ai: 378 / 2360
clkbuf: 2044 / 7670
edfxtp: 8192 / 246000
metal layers:
metal | part of all wire | routed length, microns | GRT usage
met2 | 0.43 | 498000 | 0.366
met1 | 0.32 | 375000 | 0.317
met3 | 0.19 | 225000 | 0.228
met4 | 0.056 | 64800 | 0.112
met5 | 0.0028 | 3290 | 0.0253
cell type report:
class / count / share of cell area
antenna: 24 / 0.000145
clock buffer: 1093 / 0.0554
clock inverter: 441 / 0.00694
inverter: 5 / 0.0000635
multi-input combinational: 13900 / 0.282
sequential: 8192 / 0.595
tap: 12200 / 0.0370
timing repair buffer: 1255 / 0.0241
power groups by stage:
stage	clock, mW	sequential (mW)	combinational (mW)
CTS	5.35	6.98	1.03
global route	5.56	7.00	1.09
finish	5.28	6.97	1.04
cell families (layout without fill, tap and decap cells):
logic type             Yosys count  in the layout  synth area share
DFF                           8192           8192             0.662
buffers and inverters         2559           2794            0.0279
AOI/OAI and AO/OA             1437           1437            0.0273
and+or+nand+nor               9565           9565             0.156
other                            0             24                 0
muxes                         2937           2937             0.127
stage by stage:
stage,hold slack [ns],cell area (sq um)
3_3_place_gp,11.89,388000
6_report,10.77,414000
3_5_place_dp,11.90,388000
2_1_floorplan,11.84,372000
5_1_grt,10.72,414000
4_1_cts,10.69,414000
layout by cell type (no fill, tap or decap), types with 33 or more instances in the layout:
cell type        count
a21oi_1            128
a221oi_1            93
a22o_1              35
a22oi_1            479
a31oi_1             64
and2_1            8196
buf_4             1170
buf_8               34
clkbuf_1           209
clkbuf_16          884
clkdlybuf4s50_1     35
clkinv_1           258
clkinv_2           126
edfxtp_1          8192
mux2i_1           1519
mux4_2            1417
nand2_1            240
nand3_1            259
nor2_1             100
nor2_2             249
nor3_1              34
nor4_1              90
nor4_2              38
o2111ai_1           64
o211ai_1            96
o21ai_0             33
o22ai_1            378
or2_2              257
Power and IR drop assume default switching activity.
