$ cat design/flow/constraint.sdc
current_design register_file

set clk_period 18.4
set clk_io_pct 0.2

create_clock -name clk0 -period $clk_period [get_ports {clk}]

set non_clock_inputs [all_inputs -no_clocks]
set_input_delay [expr $clk_period * $clk_io_pct] -clock clk0 $non_clock_inputs
set_output_delay [expr $clk_period * $clk_io_pct] -clock clk0 [all_outputs]
$ cat design/flow/run.sh
#!/bin/bash
# OpenROAD 26Q1-2900-gdf79404cd8, Yosys 0.63+post, stock flow scripts
make -C /OpenROAD-flow-scripts/flow DESIGN_CONFIG=/design/flow/config.mk WORK_HOME=/design/flow/orfs finish
$ cat design/flow/config.mk
export PLATFORM = sky130hd
export DESIGN_NAME = register_file
export DESIGN_NICKNAME = register_file
export VERILOG_FILES = /design/flow/design.v
export SDC_FILE = /design/flow/constraint.sdc
export NUM_CORES = 4
export LEC_CHECK = 1
export CORE_UTILIZATION = 50
$ cat design/flow/design.v
module register_file(
	input [4:0] rs1,rs2,rd,
	input clk,rst,reg_write,
	input [31:0] write_data,
	output [31:0] read_data_1,
	output [31:0] read_data_2);
	reg [31:0]registers[31:0];
	assign read_data_1=(rs1==0)?0:registers[rs1];
	assign read_data_2=(rs2==0)?0:registers[rs2];
	integer i;
	always @(negedge clk) begin
		 if(rst) begin
			  for(i=0;i<32;i=i+1) begin
					registers[i]<=0;
			  end
		 end
		else if(reg_write && rd!=0) begin
			  registers[rd] <= write_data;
		 end
	end
endmodule
==> out/results.tsv <==
metric	value	unit
RSZ-0062 raised after global routing	no	
top flop regs	registers: 1024 flops	
flops & latches, synth	1024	
die x size	332	microns
total wire length	195000	microns
GRT Resource Usage Total	39.8	%
number of max-cap violations	0	
cell count after synthesis	3495	
CP Cell Sequence	mux4_2 > a22o_1 > a2111oi_0 > nor3_1 > clkdlybuf4s50_1	
initial DRC count	2356	
max incr delay on CP	1200	ps
Via density	6.11	
largest net degree at the start of global routing	95	
Fin Setup TNS	0	ps
CP Data Required Time	14720	ps
fill cell count	7833	
yosys cell count	3495	
Post-synth EDFFs	1024	
number of hold buffers added after cts	0	
CTS tree	done	
Reg clk slew, reported paths	30	ps
Max clock buf depth	3	
post-CTS sizing	0	
worst hold path class	in2out	
Post-CTS Setup Inserts	0	
worst slew pin tran	1440	ps
Logic pwr share	10.6	%
die height	332	microns
WS Path Type	reg2out	
fp util	50.7	%
Sw Share	30.1	%
post-synthesis sequential area ratio	56.4	%
routability cong.	1.04	
Max FO, Critical Path	2	
cell family with most CP delay	AND-OR/OR-AND gates	
row cnt	120	
sw power	2.06	mW
CTS Root Cell	clkbuf_16	
htree depth	3	
Num CTS Buffers	116	
Slowest-stage cell, CP	a2111oi_0	
vias	36902	
Leak	26.5	nW
pwr/cell area	106	nW/um^2
max-slew violations	0	
nature of the critical path endpoint	primary output	
max reg flops	1024	
placed cells	4800	
Slew HR	1.25	%
first drt pass iteration count	5	
Final Setup Violations	0	
Post-synth ARST share	0	%
Cell Area, Synth	54500	sq um
Synth Flop Type	edfxtp_1	
Final Non-Filler Cells	6037	
outcome	finished clean	
DRC	0	
chip area	110000	sq um
count of final hold-check violations	0	
clock sink total	1024	
vias in the first global route	41440	
fraction of layout cells with a size suffix above 1	19.8	%
boundary pin count	114	
Ys Warns	1	
clock power share	48.6	%
routed len/inst	32.2	microns
CP Buf/Inv Count	1	
Setup crit start kind	flip-flop	
maximum VDD drop	0.000109	V
Reg power frac	40.8	%
count of input and output buffers	113	
HPWL Detailed	118000	microns
internal power	4.79	mW
global-route wire length before repair	276000	microns
Yosys top cell by area	edfxtp_1	
Reg with most FFs	registers	
area growth from synthesis to layout	18.7	%
Overflow after GRT	0	
initial antenna violation count	9	
top cells by area	edfxtp_1, mux4_2, and2_1	
post-route ant nets	0	
area reported by Yosys stat	54500	sq um
CP arrival	12910	ps
core area	108000	sq um
Top-area cell share	56.4	%
syn_area_per_cell	15.6	sq um
OpenROAD warning count	1027	
Cell Type Count	52	
layout by cell type, fill, tap and decap left out, types with 5 or more instances in the layout:
| cell | netlist | routed |
|---|---|---|
| clkdlybuf4s50_1 | 0 | 80 |
| clkinvlp_2 | 0 | 23 |
| a221oi_1 | 5 | 5 |
| nor2_2 | 0 | 16 |
| a22o_1 | 46 | 46 |
| mux4_4 | 7 | 7 |
| inv_1 | 2 | 1046 |
| conb_1 | 1 | 32 |
| inv_4 | 0 | 14 |
| nor2_4 | 0 | 15 |
| buf_4 | 30 | 139 |
| edfxtp_1 | 1024 | 1024 |
| mux4_2 | 435 | 435 |
| or2_2 | 33 | 33 |
| o22ai_1 | 74 | 74 |
| and2_1 | 995 | 994 |
| bufinv_16 | 0 | 22 |
| a211oi_1 | 31 | 31 |
| buf_2 | 55 | 26 |
| a22oi_1 | 19 | 19 |
| o221ai_1 | 25 | 25 |
| nand2_1 | 8 | 8 |
| nor2_1 | 36 | 5 |
| a21oi_1 | 13 | 13 |
| nor3_1 | 51 | 51 |
| nand2b_1 | 7 | 7 |
| nor2b_1 | 11 | 9 |
| mux4_1 | 33 | 33 |
| mux2i_1 | 153 | 153 |
| clkbuf_16 | 0 | 118 |
| inv_6 | 0 | 8 |
| a2111oi_0 | 24 | 24 |
| mux2_2 | 34 | 34 |
routing by layer:
metal / global-route usage [%] / share of wire [%] / vias to the layer above
li1: - / - / 15675
met1: 44.0 / 30 / 17998
met2: 54.9 / 47 / 2721
met3: 30.5 / 17 / 494
met4: 23.0 / 6.2 / 14
met5: 4.17 / 0.23 / -
worst paths after layout:
path	endpoint	from	cells past startpoint	slack, ps
max	read_data_2[8]	registers[13][8]$_SDFFCE_NN0P_	5	1810
min	read_data_1[13]	rs1[0]	4	8480
cell families after synthesis:
group	count (synthesis)	synth area share (%)
buffers and inverters	385	3.43
other	1	0.00688
DFF	1024	56.4
and+or+nand+nor	1168	13.2
muxes	662	23.4
AOI/OAI and AO/OA	255	3.55
worst min-delay path, delay by kind of cell:
family / cells / cell delay, ps
compound gates: 1 / 280
simple gates: 1 / 150
buf+inv: 2 / 670
power by group through the flow:
stage	Sequential (mW)	Clock (mW)	Combinational [mW]
final	2.79	3.33	0.727
after global routing	2.80	3.68	0.753
after CTS	2.79	3.42	0.714
synthesized netlist by cell type (3+ instances only):
| cell type | count |
|---|---|
| edfxtp_1 | 1024 |
| and2_1 | 995 |
| mux4_2 | 435 |
| clkbuf_1 | 252 |
| mux2i_1 | 153 |
| o22ai_1 | 74 |
| buf_2 | 55 |
| nor3_1 | 51 |
| a22o_1 | 46 |
| nor2_1 | 36 |
| mux2_2 | 34 |
| mux4_1 | 33 |
| or2_2 | 33 |
| a211oi_1 | 31 |
| buf_4 | 30 |
| buf_6 | 25 |
| o221ai_1 | 25 |
| a2111oi_0 | 24 |
| a22oi_1 | 19 |
| a21oi_1 | 13 |
| buf_1 | 12 |
| nor2b_1 | 11 |
| nand2_1 | 8 |
| mux4_4 | 7 |
| nand2b_1 | 7 |
| a221oi_1 | 5 |
| a32o_1 | 4 |
| and3_1 | 4 |
| clkbuf_4 | 4 |
| nand3_1 | 4 |
| nand3b_1 | 4 |
| nor4_1 | 4 |
| dlygate4sd1_1 | 3 |
| o211a_1 | 3 |
| o211ai_1 | 3 |
| or3b_2 | 3 |
metrics by stage:
step / utilization [%] / setup WS (ps) / power [mW] / area (sq um) / hold slack (ps)
3_3_place_gp: 52.8 / 1760 / 3.85 / 56800 / 8520
2_1_floorplan: - / 3940 / 3.51 / 54600 / 7670
6_report: 60.1 / 1810 / 6.85 / 64700 / 8480
3_5_place_dp: 52.8 / 1830 / 3.86 / 56800 / 8500
4_1_cts: 60.1 / 2040 / 6.93 / 64700 / 8500
5_1_grt: 60.1 / 1780 / 7.23 / 64700 / 8570
area by class of cell:
class | count | area (sq um) | area share [%]
Sequential cell | 1024 | 30700 | 47.6
Multi-Input combinational cell | 2117 | 22200 | 34.3
Clock inverter | 1117 | 4910 | 7.59
Clock buffer | 118 | 2950 | 4.57
Timing Repair Buffer | 254 | 2120 | 3.28
Tap cell | 1403 | 1760 | 2.71
Antenna cell | 3 | 7.51 | 0.0116
Inverter | 1 | 3.75 | 0.00580
Power is estimated from default activity; no workload was simulated.
